`/design/flow/run.sh`:
```
#!/bin/bash
# OpenROAD 26Q1-2900-gdf79404cd8, Yosys 0.63+post, stock flow scripts
make -C /OpenROAD-flow-scripts/flow DESIGN_CONFIG=/design/flow/config.mk WORK_HOME=/design/flow/orfs finish
```
`/design/flow/design.v`:
```
module q1215(CK,R,S,PR,CLR,Q,Qbar);
input CK,R,S,PR,CLR;
output [1:0] Q,Qbar;
reg [1:0] Q,Qbar;
always @(posedge CK) begin
    if (CLR) {Q[1],Qbar[1]}=2'b01;
    else if (PR) {Q[1],Qbar[1]}=2'b10;
    else if ({S,R}==2'b10) {Q[1],Qbar[1]}=2'b10;
    else if ({S,R}==2'b01) {Q[1],Qbar[1]}=2'b01;
end
always @(negedge CK) begin
    if (CLR) {Q[0],Qbar[0]}=2'b01;
    else if (PR) {Q[0],Qbar[0]}=2'b10;
    else if ({S,R}==2'b10) {Q[0],Qbar[0]}=2'b10;
    else if ({S,R}==2'b01) {Q[0],Qbar[0]}=2'b01;
end
endmodule
```
`/design/flow/config.mk`:
```
export PLATFORM = sky130hd
export DESIGN_NAME = q1215
export DESIGN_NICKNAME = q1215
export VERILOG_FILES = /design/flow/design.v
export SDC_FILE = /design/flow/constraint.sdc
export NUM_CORES = 4
export LEC_CHECK = 1
export CORE_AREA = 10 10 70 70
export DIE_AREA = 0 0 80 80
```
`/design/flow/constraint.sdc`:
```
current_design q1215

set clk_period 1.0
set clk_io_pct 0.2

create_clock -name clk0 -period $clk_period [get_ports {CK}]

set non_clock_inputs [all_inputs -no_clocks]
set_input_delay [expr $clk_period * $clk_io_pct] -clock clk0 $non_clock_inputs
set_output_delay [expr $clk_period * $clk_io_pct] -clock clk0 [all_outputs]
```
==> results.json <==
{
  "hold_violations": 0,
  "cts_tree": "built",
  "pre_cts_slack_ps": -654,
  "power.density_mw_per_mm2": 1270,
  "syn_inst": 20,
  "cts.sinks": 4,
  "warnings": 30,
  "final_cells": 89,
  "synth_cell_type_count": 8,
  "skew_ps": 0,
  "clkLatencyLatePin_ps": 290,
  "die_area_mm2": 0.00640,
  "ys_top_logic_family": "simple AND/OR/NAND/NOR gates",
  "htree_levels": 1,
  "whs_ps": 236,
  "route.detailed.drc": 0,
  "ys_chip_area_um2": 180,
  "fp-utilization_pct": 5.27,
  "timing.slew.headroom_pct": 83.7,
  "ys_seq_elements": 4,
  "clkSlewWorstSetupHoldPaths_ps": 40,
  "ys_warn_count": 1,
  "num_antenna_cells": 0,
  "rows": 21,
  "ys_cells": 20,
  "crit_path_top_delay_cell": "dfxtp_2",
  "setup_tns_ps": -802,
  "critical_path.top_delay_family": "flip-flops",
  "lay_top_cells": "buf_4, dfxtp_2, inv_1, buf_2, clkbuf_4",
  "gp_congestion": 0.777,
  "vias": 230,
  "violations": "setup timing",
  "drt_iter0_drc": 1,
  "crit_arrival_ps": 1210,
  "firstDrtPassIters": 2,
  "dpl.cell_count": 84,
  "syn-mean-instance-area_um2": 9.01,
  "maxCapViolCount": 0,
  "status": "finished, violations left",
  "synth.area.mux_share_pct": 0,
  "worst_pin_slew_ps": 241,
  "gr-total-overflow": 0,
  "wire_per_inst_um": 7.37,
  "finalWirelength_um": 656,
  "syn_to_final_growth_pct": 140,
  "port_buffers": 8,
  "core_area_mm2": 0.00342,
  "final_cell_area_um2": 433,
  "fa_ha_area_share_pct": 0,
  "grt_pass1_vias": 250,
  "grt_pass1_wl_um": 1090,
  "dieWidth_um": 80,
  "post-route-util_pct": 12.7,
  "power.total_mw": 0.550,
  "die_h_um": 80,
  "hold_depth": 2,
  "synth-simple-area-share_pct": 27.8,
  "postPlaceCellArea_um2": 393,
  "xor_share_pct": 0,
  "antenna_found_initial": 0,
  "clock-root-buffer": "clkbuf_4",
  "ios": 9,
  "critPathMaxStageDelay_ps": 310,
  "area_leaders": "dfxtp_1, a311oi_1, o311ai_1, inv_1, nand3b_1",
  "cp.depth": 1,
  "ys_seq_share_pct": 44.4,
  "synth_area_um2": 180,
  "top_cell_area_share_pct": 44.4,
  "fillers": 396,
  "yosys.area.top_type": "dfxtp_1",
  "hp-class": "in -> reg",
  "rsz0062_at_grt": "yes",
  "start_kind": "flop",
  "clockBufferDepth": 2,
  "setup-violations-final": 2,
  "fin_ws_ps": -406,
  "worstPathMaxFanout": 2,
  "leakagePower_nw": 0.188,
  "path_class": "reg -> out",
  "drtAntennaViolNets": 0,
  "mostFrequentLayoutCell": "buf_4",
  "ir_worst_vdd_mv": 0.330,
  "reg2regPathDepth": 3,
  "cp.buffers_inverters": 1,
  "layout-drive-gt1-share_pct": 60.5,
  "aoi_share_pct": 19.4,
  "required_ps": 800,
  "grt_use_total_pct": 2.29,
  "dp_hpwl_um": 488,
  "drv_slew": 0,
  "crit_chain": "buf_2",
  "vias_per_cell": 2.58,
  "numCtsBuffers": 3,
  "grt_max_degree": 6,
  "cp-end-kind": "output port"
}
-- repair_timing --
action	in CTS	in global routing
hold buffers	0	0
buffers inserted	0	0
setup endpoints to repair	8	4
gates resized	28	6
pin swaps	1	1
-- report_power, final --
group | switching [mW] | internal, mW | leakage, nW
Clock | 0.0920 | 0.161 | 0.0256
Sequential | 0.00763 | 0.177 | 0.0336
Combinational | 0.0414 | 0.0713 | 0.129
Total | 0.141 | 0.409 | 0.188
-- routing by layer --
layer | vias to the layer above | share of wire (%) | global-route usage [%]
met5 | - | 0 | 0
met1 | 101 | 48 | 2.72
met4 | 0 | 0 | 0.528
met3 | 0 | 26 | 3.07
li1 | 117 | - | -
met2 | 12 | 26 | 2.25
-- cell usage after synthesis --
cell      instances
nor2_1            2
nor3b_1           2
inv_1             4
nand3b_1          2
nand2b_1          2
dfxtp_1           4
o311ai_1          2
a311oi_1          2
-- sequential cells by signal, summed over array words and instances, names as in the netlist --
name  count
Q         2
Qbar      2
-- area by class of cell --
type | instances | area, um^2 | area share (%)
Clock buffer | 4 | 26.3 | 6.07
Clock inverter | 2 | 7.51 | 1.73
Inverter | 3 | 11.3 | 2.60
Multi-Input combinational cell | 12 | 110 | 25.4
Sequential cell | 4 | 85.1 | 19.7
Tap cell | 46 | 57.6 | 13.3
Timing Repair Buffer | 18 | 135 | 31.2
-- final timing paths --
check / from / endpoint / slack (ps)
worst min-delay path: S / Qbar[1] / 240
worst max-delay path: Q[0] / Q[0] / -410
worst max register to register: Q[1] / Q[1] / 130
worst min register to register: Qbar[0] / Qbar[0] / 590
-- kinds of logic after synthesis --
group                  count (synthesis)
DFF                                    4
AOI/OAI and AO/OA                      4
and+or+nand+nor                        8
buffers and inverters                  4
Power figures rest on the tool's default switching activity, not on a simulated workload.
