===== flow/config.mk =====
export PLATFORM = sky130hd
export DESIGN_NAME = q1124
export DESIGN_NICKNAME = q1124
export VERILOG_FILES = /design/flow/design.v
export SDC_FILE = /design/flow/constraint.sdc
export NUM_CORES = 4
export LEC_CHECK = 1
export CORE_AREA = 10 10 70 70
export DIE_AREA = 0 0 80 80

===== flow/constraint.sdc =====
current_design q1124

set clk_period 1.0
set clk_io_pct 0.2

create_clock -name clk0 -period $clk_period

set non_clock_inputs [all_inputs -no_clocks]
set_input_delay [expr $clk_period * $clk_io_pct] -clock clk0 $non_clock_inputs
set_output_delay [expr $clk_period * $clk_io_pct] -clock clk0 [all_outputs]

===== flow/design.v =====
module q1124(X,Y,Z,A,B,C,D,E,F,G);
input X,Y,Z;
output A,B,C,D,E,F,G;
assign A=~X&~Y|~Y&~Z|X&Y;
assign B=~X&Z|Y&~Z;
assign C=~X|~Y&~Z|Y&Z;
assign D=~Y&~Z|X&Y;
assign E=~X&Z|X&Y&~Z;
assign F=~Y&~Z|~X&~Y|Y&Z;
assign G=X|~Y&~Z|~X&Z;
endmodule

===== flow/run.sh =====
#!/bin/bash
# OpenROAD 26Q1-2900-gdf79404cd8, Yosys 0.63+post, stock flow scripts
make -C /OpenROAD-flow-scripts/flow DESIGN_CONFIG=/design/flow/config.mk WORK_HOME=/design/flow/orfs finish

==> job_summary.md <==
## Implementation flow summary

| Metric | Value |
|---|---|
| Status | completed |
| Initial Utilization | 0.0242 |
| Worst Path Max Fanout | 5 |
| Hold Path Depth | 4 |
| Die height | 80 um |
| Post-layout util | 0.0696 |
| PD cells | 311 nW/um2 |
| RSZ-0062 raised after global routing | no |
| Peak Freq | 1030 MHz |
| First drt pass iteration count | 1 |
| Postcts setup bufs | 0 |
| Area of the core | 3420 um2 |
| CP cell instances | buf_6, buf_6, xor2_1, nand2_1, clkdlybuf4s15_1 |
| Post-cts hold buffer count | 0 |
| Final worst path period share | 0.967 |
| Iter 0 DRT Violations | 0 |
| Placed Cells | 71 |
| Die Size | 6400 um2 |
| Post-synth cell types | 10 |
| CP max stage delay | 0.16 ns |
| Commonest cells post-synth | 3 x a21oi_1, 2 x inv_1, 2 x nand2_1 |
| Total Routing Usage GR | 0.0113 |
| # rows | 21 |
| Yosys stat area | 82.6 um2 |
| Critical path arrival | 0.77 ns |
| Fin cells | 71 |
| Antenna viol nets, final | 0 |
| Largest net degree at the start of global routing | 7 |
| Synth Seq Share | 0 |
| Yosys Instances | 14 |
| Worst hold endpoint | E |
| Largest cells by area after synthesis | a21oi_1 18%, buf_6 14%, mux2i_1 12% |
| Post-route DRC | 0 |
| I/O Pins | 10 |
| Kind of critical path | in2out |
| Syn Area/Cell | 5.90 um2 |
| Synth top cell by count | a21oi_1 |
| Cell Area, Synth | 82.6 um2 |
| Post-synth top area cell | a21oi_1 |
| CP max-delay cell | clkdlybuf4s15_1 |
| Congestion Overflow GR | 0 |
| Fillers | 422 |
| Fraction of layout instances using a drive strength above 1 | 0.480 |
| Clock buffer count | 0 |
| Vias | 130 |
| TNS Setup | 0 ns |
| Flop count | 0 |
| Initial antenna violation count | 0 |
| DR WL/cell | 5.34 um |
| Port buffer count | 10 |
| Ys Warns | 0 |
| Layout area overhead | 188% |
| Hold wc startpoint | Y |
| Critical Path Sink Type | output port |
| Worst VDD drop | 0.0000328 V |
| Cell mode on critical path | buf_6 |
| Final min period | 0.967 ns |
| Max-area cell share | 0.182 |
| Final Setup Violations | 0 |
| Slew headroom | 0.913 |
| Register area | 0 um2 |
| Crit path required time | 0.80 ns |
| Leak | 0.0963 nW |
| Wirelength, routed | 379 um |
| Chip width | 80 um |
| Critical Path Start Type | input pin |
| Vias in the first global route | 114 |
| Final Power | 0.0741 mW |
| Final Max Slew Viols | 0 |
| Mapped Cells | 14 |
| Final hold violations | 0 |
| Tool warning count | 32 |
| Vias per cell | 1.83 |
| Pre-CTS WS | -0.756 ns |
| Slew @ Worst Pin | 0.126 ns |
| First-pass GRT wire length | 600 um |
| PnR worst setup slack | 0.0334 ns |
| N_diodes | 0 |
| Maxcap violations | 0 |
| Hold Path Class | in2out |
| Routability cong. | 0.642 |
cell families (layout without fill, tap and decap cells):
logic type / Yosys count / after routing / share of synthesized area
mux: 1 / 1 / 0.121
buf+inv: 3 / 14 / 0.227
xor+xnor: 1 / 1 / 0.106
simple gates: 5 / 5 / 0.303
compound gates: 4 / 4 / 0.242
timing repair:
action | 4_1_cts | 5_1_grt
resized | 33 | 4
pin swaps | 3 | 0
setup endpoints to repair | 7 | 3
stage by stage:
stage          area, um2  hold slack (ns)
2_1_floorplan       82.6            0.415
3_3_place_gp         244             1.44
3_5_place_dp         244             1.44
4_1_cts              235            0.747
5_1_grt              238            0.761
6_report             238            0.729
power by group:
part / leakage (nW) / internal (mW) / switching [mW]
Clock: 0 / 0 / 0
Combinational: 0.0963 / 0.0447 / 0.0293
Sequential: 0 / 0 / 0
Total: 0.0963 / 0.0447 / 0.0293
layout by cell type, fill, tap and decap left out, types with 2 or more instances in the layout:
cell type / count
dlygate4sd2_1: 3
buf_4: 3
buf_6: 2
buf_2: 2
a21oi_2: 2
nand2_1: 2
layout make-up:
type	instances	area, um2	share of cell area
Inverter	2	10.0	0.0421
Tap cell	46	57.6	0.242
Timing Repair Buffer	12	96.3	0.405
Multi-Input combinational cell	11	73.8	0.311
layer usage:
layer  wire length (um)  GRT usage  part of all wire
met5                  0          0                 0
met2                144     0.0169              0.38
met4                  0          0                 0
met3                 47    0.00341              0.12
met1                187     0.0165              0.49
worst max-delay path by stage:
stage / startpoint / to / slack (ns) / depth (start not counted)
after CTS: X / E / 0.007 / 4
after global routing: Z / B / 0.01 / 4
final: Y / C / 0.03 / 5
critical path: cells and delay by family:
| family | cells | cell delay (ns) |
|---|---|---|
| buffers and inverters | 3 | 0.38 |
| AND/OR/NAND/NOR | 1 | 0.05 |
| XOR/XNOR | 1 | 0.13 |
No activity file was given, so power comes from the tool's default toggle rates.
